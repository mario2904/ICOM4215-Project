--- design/flow/design.v ---
module mux_4x1_32 (output reg [31:0] Y, input [1:0]S, input [31:0] I0, I1, I2, I3);
    always @ (S, I0, I1, I2, I3)
        case (S)
            2'b00: Y <= I0;
            2'b01: Y <= I1;
            2'b10: Y <= I2;
            2'b11: Y <= I3;
        endcase
endmodule
--- design/flow/constraint.sdc ---
current_design mux_4x1_32

set clk_period 1.5
set clk_io_pct 0.2

create_clock -name clk0 -period $clk_period

set non_clock_inputs [all_inputs -no_clocks]
set_input_delay [expr $clk_period * $clk_io_pct] -clock clk0 $non_clock_inputs
set_output_delay [expr $clk_period * $clk_io_pct] -clock clk0 [all_outputs]
--- design/flow/run.sh ---
#!/bin/bash
# OpenROAD 26Q1-2900-gdf79404cd8, Yosys 0.63+post, stock flow scripts
make -C /OpenROAD-flow-scripts/flow DESIGN_CONFIG=/design/flow/config.mk WORK_HOME=/design/flow/orfs finish
--- design/flow/config.mk ---
export PLATFORM = sky130hd
export DESIGN_NAME = mux_4x1_32
export DESIGN_NICKNAME = mux_4x1_32
export VERILOG_FILES = /design/flow/design.v
export SDC_FILE = /design/flow/constraint.sdc
export NUM_CORES = 4
export LEC_CHECK = 1
export CORE_AREA = 10 10 95 95
export DIE_AREA = 0 0 105 105
==> summary.log <==
qor: floorplanning.floorplanUtilization 11.8%
qor: timing.report.final.slew_viol_count 0
qor: timing.relSlewSlack 89.6%
qor: synthesis.synth.yosys.num_cells 39
qor: place.post_dp_cell_area 2520 sq um
qor: route.detailroute.via_count 1202
qor: timing.timing_worst_slew_pin_value 0.158 ns
qor: power.cellPowerDensity 246 nW/um^2
qor: power.power_switching 160 uW
qor: worst_setup_path.worst-setup-path-type input pin to primary output
qor: place.place.detailed.hpwl 6150 microns
qor: worst_setup_path.worst_setup_path_start_kind input pin
qor: global_route.grt_antenna_before_repair 1
qor: floorplanning.floorplan.die_area 11000 sq um
qor: global_route.grt_pass1_wl 9940 microns
qor: place.place.port_buffers 162
qor: timing.tns -0.473 ns
qor: global_route.via_count_of_the_first_global_routing_pass 1543
qor: worst_setup_path.critical_path_cell_count 5
qor: route.post-route-drc-count 0
qor: floorplanning.std_cell_rows 30
qor: layout.filler_cell_count 755
qor: route.final_antenna_net_count 0
qor: floorplanning.die_x 105 microns
qor: power.peakVddDrop 0.133 mV
qor: synthesis.netlist_instances 39
qor: global_route.grt_max_degree 17
qor: worst_setup_path.critical-path-max-stage-delay 0.50 ns
qor: synthesis.synth_top_cell_by_area sky130_fd_sc_hd__mux4_2
qor: power.share_comb_of_total_power 100.0%
qor: synthesis.syn-cell-area 815 sq um
qor: worst_setup_path.cp_max_fo 5
qor: floorplanning.design.portCount 162
qor: timing.fmax 0.639 GHz
qor: worst_setup_path.timing.critical_path.required 1.20 ns
qor: layout.flow.area_growth_from_synthesis 191%
qor: job.warning_count 34
qor: synthesis.ys_warns 1
qor: global_route.globalRoute.totalOverflow 0
qor: layout.regArea 0 sq um
qor: layout.finalInstanceArea 2370 sq um
qor: timing.unrepaired_setup_endpoints_after_global_routing yes
qor: power.share_seq_of_total_power 0%
qor: place.place.detailed.instances 293
qor: worst_setup_path.timing.critical_path.buf_inv 4
qor: worst_setup_path.cpLargestDelayFamily multiplexers
qor: worst_setup_path.slowest_stage sky130_fd_sc_hd__mux4_2
qor: clock_tree.cts_hold_repair.buffers 0
qor: place.dpl_worst_slack -0.640 ns
qor: worst_setup_path.cp-end-kind primary output
qor: route.wire_per_inst 22.6 microns
qor: synthesis.top_cell_area_share 82.9%
qor: min_path.worst_hold_path_type input pin to primary output
qor: layout.seq_cell_count 0
qor: route.via_density 3.97
qor: power.clock_power_share 0%
qor: timing.period_used_share 104%
qor: route.drt_iter0_markers 22
qor: place.globalplace.congestion 0.840
qor: layout.post_route_cells_drive_above_1_share 37.6%
qor: floorplanning.floorplan.core_area 6910 sq um
qor: power.internal_power 424 uW
qor: min_path.whs_path_depth 3
qor: job.cap_violations 0
qor: route.detailedRoute.firstPassIterationCount 3
qor: worst_setup_path.crit_path_cell_trace buf_12 -> buf_12 -> buf_8 -> mux4_2 -> buf_2
qor: synthesis.syn_avg_cell_area 20.9 sq um
qor: route.drt_wl_total 6840 microns
qor: layout.postLayoutCoreUtil 34.3%
qor: layout.stdcell_count 303
qor: global_route.grtUsageTotal 11.9%
qor: timing.fin_hold_ws 1.09 ns
qor: timing.setup_slack -0.0637 ns
qor: synthesis.synth_cell_type_count 5
qor: floorplanning.dieHeight 105 microns
qor: synthesis.ys_seq_share 0%
qor: power.switching_share 27.4%
qor: timing.finalSetupViolations 11
qor: synthesis.ys_area 815 sq um
qor: status.violations_in_the_final_reports negative setup slack
qor: worst_setup_path.arrival 1.26 ns
qor: power.total_leakage_power 1.12 nW
qor: synthesis.netlist_top_cells_area sky130_fd_sc_hd__mux4_2, sky130_fd_sc_hd__buf_12, sky130_fd_sc_hd__mux4_1
qor: timing.final_period_minus_worst_setup_slack 1.56 ns
qor: worst_setup_path.crit_top_cell sky130_fd_sc_hd__buf_12
qor: status.result_of_the_run finished with violations
qor: timing.final_hold_viol_count 0
qor: layout.clock_buffer_count 0
qor: power.design_power_total 584 uW
-- cells by family after synthesis --
group / share of synthesized area (%)
buffers and inverters: 10.6
muxes: 89.4
-- area by class of cell --
class                      instances  area, sq um  area share, %
timing repair buffer             173         1530           64.3
multi-input combinational         32          721           30.4
antenna                            2         5.00          0.211
tap                               96          120           5.06
-- metal layers --
layer / wire (microns) / part of all wire [%] / track usage, %
met5: 0 / 0 / 0
met4: 0 / 0 / 0
met3: 740 / 11 / 5.28
met2: 3480 / 51 / 21.4
met1: 2620 / 38 / 13.4
-- cells in the mapped netlist --
cell / number
sky130_fd_sc_hd__mux4_2: 30
sky130_fd_sc_hd__mux4_1: 2
sky130_fd_sc_hd__buf_6: 1
sky130_fd_sc_hd__buf_2: 3
sky130_fd_sc_hd__buf_12: 3
-- final timing paths --
| check | start | endpoint | slack, ns |
|---|---|---|---|
| worst min-delay path | I1[24] | Y[24] | 1.09 |
| worst max-delay path | S[0] | Y[26] | -0.06 |
-- power groups by stage --
stage           clock [mW]  combinational [mW]  sequential, mW
finish         0.000000178               0.584               0
CTS                      0               0.600               0
global route  0.0000000890               0.637               0
-- tightest hold or removal path, delay by kind of cell --
kind                   cells  cell delay (ns)
buffers and inverters      2             0.28
muxes                      1             0.21
-- placed cells by master (no fill, tap or decap) --
master,instances
sky130_fd_sc_hd__buf_12,5
sky130_fd_sc_hd__buf_16,2
sky130_fd_sc_hd__buf_2,29
sky130_fd_sc_hd__buf_4,1
sky130_fd_sc_hd__buf_6,6
sky130_fd_sc_hd__buf_8,2
sky130_fd_sc_hd__diode_2,2
sky130_fd_sc_hd__dlygate4sd2_1,128
sky130_fd_sc_hd__mux4_2,32
-- what timing repair did --
| action | 4_1_cts | 5_1_grt |
|---|---|---|
| gates resized | 253 | 1 |
| endpoints found under the setup margin | 32 | 28 |
| buffers inserted | 6 | 0 |
| gates cloned | 2 | 0 |
Power and IR drop assume default switching activity.
