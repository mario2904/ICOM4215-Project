==> /design/flow/design.v <==
module register_file (output [31:0] OutA, OutB, input [31:0] IntA, input [3:0] SA, SB, Dec, input Clk, Ld);
    wire [31:0] Q0, Q1, Q2, Q3, Q4, Q5, Q6, Q7, Q8, Q9, Q10, Q11, Q12, Q13, Q14, Q15;
    wire [15:0] E;
    decoder_4to16 decoder (E, Dec, Ld);
    dflipflop R0 (Q0, IntA, Clk, E[0]);
    dflipflop R1 (Q1, IntA, Clk, E[1]);
    dflipflop R2 (Q2, IntA, Clk, E[2]);
    dflipflop R3 (Q3, IntA, Clk, E[3]);
    dflipflop R4 (Q4, IntA, Clk, E[4]);
    dflipflop R5 (Q5, IntA, Clk, E[5]);
    dflipflop R6 (Q6, IntA, Clk, E[6]);
    dflipflop R7 (Q7, IntA, Clk, E[7]);
    dflipflop R8 (Q8, IntA, Clk, E[8]);
    dflipflop R9 (Q9, IntA, Clk, E[9]);
    dflipflop R10 (Q10, IntA, Clk, E[10]);
    dflipflop R11 (Q11, IntA, Clk, E[11]);
    dflipflop R12 (Q12, IntA, Clk, E[12]);
    dflipflop R13 (Q13, IntA, Clk, E[13]);
    dflipflop R14 (Q14, IntA, Clk, E[14]);
    dflipflop R15 (Q15, IntA, Clk, E[15]);
    mux_16x1_32 muxA (OutA, Q0, Q1, Q2, Q3, Q4, Q5, Q6, Q7, Q8, Q9, Q10, Q11, Q12, Q13, Q14, Q15, SA);
    mux_16x1_32 muxB (OutB, Q0, Q1, Q2, Q3, Q4, Q5, Q6, Q7, Q8, Q9, Q10, Q11, Q12, Q13, Q14, Q15, SB);
endmodule
module decoder_4to16 (output reg [15:0]E, input [3:0]D, input L);
    always @(D, L)
        if(!L) E <= 16'b0000000000000000;
        else
            case(D)
                4'b0000: E <= 16'b0000000000000001;
                4'b0001: E <= 16'b0000000000000010;
                4'b0010: E <= 16'b0000000000000100;
                4'b0011: E <= 16'b0000000000001000;
                4'b0100: E <= 16'b0000000000010000;
                4'b0101: E <= 16'b0000000000100000;
                4'b0110: E <= 16'b0000000001000000;
                4'b0111: E <= 16'b0000000010000000;
                4'b1000: E <= 16'b0000000100000000;
                4'b1001: E <= 16'b0000001000000000;
                4'b1010: E <= 16'b0000010000000000;
                4'b1011: E <= 16'b0000100000000000;
                4'b1100: E <= 16'b0001000000000000;
                4'b1101: E <= 16'b0010000000000000;
                4'b1110: E <= 16'b0100000000000000;
                4'b1111: E <= 16'b1000000000000000;
            endcase
endmodule
module dflipflop(output reg [31:0] Q, input [31:0] D, input clk, ld);
    always @(posedge clk)
        if(ld)
            Q <= D;
endmodule
module mux_16x1_32(Y, I0, I1, I2, I3, I4, I5, I6, I7, I8, I9, I10, I11, I12, I13, I14, I15, S);
    output reg [31:0] Y;
    input [31:0] I0, I1, I2, I3, I4, I5, I6, I7, I8, I9, I10, I11, I12, I13, I14, I15;
    input [3:0] S;
    always @(S, I0, I1, I2, I3, I4, I5, I6, I7, I8, I9, I10, I11, I12, I13, I14, I15)
    case (S)
        4'b0000: Y <= I0;
        4'b0001: Y <= I1;
        4'b0010: Y <= I2;
        4'b0011: Y <= I3;
        4'b0100: Y <= I4;
        4'b0101: Y <= I5;
        4'b0110: Y <= I6;
        4'b0111: Y <= I7;
        4'b1000: Y <= I8;
        4'b1001: Y <= I9;
        4'b1010: Y <= I10;
        4'b1011: Y <= I11;
        4'b1100: Y <= I12;
        4'b1101: Y <= I13;
        4'b1110: Y <= I14;
        4'b1111: Y <= I15;
    endcase
endmodule
==> /design/flow/run.sh <==
#!/bin/bash
# OpenROAD 26Q1-2900-gdf79404cd8, Yosys 0.63+post, stock flow scripts
make -C /OpenROAD-flow-scripts/flow DESIGN_CONFIG=/design/flow/config.mk WORK_HOME=/design/flow/orfs finish
==> /design/flow/config.mk <==
export PLATFORM = sky130hd
export DESIGN_NAME = register_file
export DESIGN_NICKNAME = register_file
export VERILOG_FILES = /design/flow/design.v
export SDC_FILE = /design/flow/constraint.sdc
export NUM_CORES = 4
export LEC_CHECK = 1
export CORE_UTILIZATION = 40
==> /design/flow/constraint.sdc <==
current_design register_file

set clk_period 6.7
set clk_io_pct 0.2

create_clock -name clk0 -period $clk_period [get_ports {Clk}]

set non_clock_inputs [all_inputs -no_clocks]
set_input_delay [expr $clk_period * $clk_io_pct] -clock clk0 $non_clock_inputs
set_output_delay [expr $clk_period * $clk_io_pct] -clock clk0 [all_outputs]
==> results_dict.tcl <==
# flow metrics
set metrics [dict create \
    status "completed" \
    finalWorstSetupSlack_ns 0.996 \
    yosys_cells 1745 \
    worstSetupPathType "in2out" \
    power_mw 7.49 \
    cts_setup_buffers 0 \
    cp_slowest_stage_delay_ns 0.58 \
    core_um2 58000 \
    postSynthCellCount 1745 \
    die-area_um2 60100 \
    syn_area_um2 23700 \
    pre_cts_ws_ns 1.09 \
    top_area_cell "edfxtp_1" \
    fin_crit_sh_pct 85.1 \
    numCtsBuffers 54 \
    cp.arrival_ns 4.36 \
    drt_iter0_markers 1743 \
    p_leak_nw 8.92 \
    dp.cells 2563 \
    num_vias 17600 \
    grt_pass1_wl_mm 125 \
    fmax_mhz 175 \
    clock_sinks 512 \
    viasPerCell 6.63 \
    clkTransAtPathRegs_ns 0.06 \
    crit_chain "buf_4 -> buf_4 -> nor2b_2 -> buf_4 -> a22o_1 -> a221oi_1 -> a31oi_1 -> clkdlybuf4s50_1" \
    flop_cell "edfxtp_1" \
    grt.overflow.total 0 \
    rsz0062_at_grt "false" \
    cpMostUsedCell "buf_4" \
    io_buffer_count 109 \
    ys_area_um2 23700 \
    cts_tree "built" \
    cp_slowest_cell "clkdlybuf4s50_1" \
    avgSynthCellArea_um2 13.6 \
    cap_violations 0 \
    endpoint_kind "output pin" \
    grt_max_degree 43 \
    synth_cell_type_count 59 \
    antenna_found_initial 2 \
    dpl.hpwl_mm 50.4 \
    edf_count 512 \
    holdBufCountCts 0 \
    grt_pass1_vias 18500 \
    clockBufferDepth 3 \
    area_leaders "edfxtp_1, a22oi_1, mux2i_1, a221oi_1, a22o_1" \
    fin_util_pct 47.7 \
    place.gp.congestion 0.999 \
    worst_ep_required_time_ns 5.36 \
    fin_setup_tns_ns 0 \
    cts_resized 0 \
    hold_class "in2reg" \
    stdcell_count 2662 \
    initial_core_util_pct 40.8 \
    dieHeight_um 245 \
    syn2layout_area_growth_pct 17.0 \
    maxSlewViolCount 0 \
    drive_gt1_share_pct 12.5 \
    yosysTopAreaCellShare_pct 65.0 \
    holdWs_ns 1.63 \
    clock-root-buffer "clkbuf_16" \
    crit_fanout 34 \
    synth_flops 512 \
    finalHoldViolCount 0 \
    ys_seq_share_pct 65.0 \
    warnings 25 \
    startpoint_type "input port" \
    drt_wl_total_mm 88.4 \
    ys.warnings.count 3 \
    ant_nets 0 \
    fp.dieW_um 245 \
    async_flop_share_pct 0 \
    rows 88 \
    first_pass_iters 6 \
    setup_viol 0 \
    grt_use_total_pct 31.8 \
    powerDensity_nw_per_um2 271 \
    ios 110 \
    place_area_um2 25900 \
    tightest_slew_ns 0.922 \
    design_area_um2 27700 \
    cts_max_level 2 \
    routedWlPerCell_um 33.2 \
    ir_worst_vdd_mv 0.199 \
    slew_headroom_pct 38.5 \
    drc_errors 0 \
    fin_crit_ns 5.70 \
]
[routing by layer]
metal,track usage (%),vias to the layer above,wire length (µm)
li1,-,7316,-
met1,38.1,8437,29000
met2,44.6,1543,38700
met3,22.7,336,15800
met4,13.1,6,4770
met5,3.10,-,148
[Yosys cell counts (2+ instances only)]
cell type  count
o22a_1        26
nor2b_1       21
a22o_1        54
a22oi_1      188
buf_2         83
nand3_1       17
o32a_1        13
o211ai_1       7
nor3_1         7
inv_1         18
o21a_1         9
nand2b_1      32
o221ai_1       5
and3_1         5
a211oi_1       5
mux2_1         6
mux2i_1      114
a221o_1        8
o2bb2ai_1     11
a21oi_1       47
buf_4         13
o22ai_1       39
o21ai_0       84
o32ai_1        5
edfxtp_1     512
o2111ai_1     22
nand3b_1       3
a221oi_1      59
nor3_2         2
a21boi_0       2
clkbuf_1      42
a31oi_1       31
mux2_2        25
a32o_1         2
o21ai_1        9
nor2_1       107
nand2_1       78
buf_6          8
and2_1         6
[critical path, delay by kind of cell]
| kind | cells | cell delay (ns) |
|---|---|---|
| buf+inv | 4 | 1.93 |
| compound gates | 3 | 0.73 |
| simple gates | 1 | 0.31 |
[flip-flops by register name (all words and copies together), names as in the netlist]
signal and cells:
R15.Q 32, R3.Q 32, R13.Q 32, R6.Q 32, R1.Q 32, R7.Q 32, R5.Q 32, R2.Q 32
R9.Q 32, R12.Q 32, R0.Q 32, R4.Q 32, R14.Q 32, R11.Q 32, R8.Q 32, R10.Q 32
[worst paths after layout]
check,slack (ns),cells past startpoint,from,end
worst max-delay path,1.0,8,SB[3],OutB[10]
worst min-delay path,1.63,1,IntA[14],R9.Q[14]
[report_power, final]
group | total (mW) | internal [mW] | switching, mW
combinational | 0.758 | 0.296 | 0.462
clock | 3.11 | 1.85 | 1.26
sequential | 3.63 | 3.60 | 0.0304
total | 7.49 | 5.74 | 1.75
[placed cells by master (no fill, tap or decap), types with 8 or more instances in the layout]
cell	netlist	final
a21oi_1	47	47
a221o_1	8	8
a221oi_1	59	59
a22o_1	54	54
a22oi_1	188	188
a31oi_1	31	31
buf_4	13	87
bufinv_16	0	10
clkbuf_1	42	8
clkbuf_16	0	54
clkdlybuf4s50_1	0	102
clkinv_1	0	11
clkinv_2	0	9
edfxtp_1	512	512
inv_1	18	18
mux2_2	25	25
mux2i_1	114	114
nand2_1	78	76
nand2b_1	32	31
nand3_1	17	17
nor2_1	107	91
nor2_4	1	14
nor2b_1	21	14
o2111ai_1	22	22
o21a_1	9	9
o21ai_0	84	84
o21ai_1	9	9
o22a_1	26	26
o22ai_1	39	39
o2bb2ai_1	11	11
o32a_1	13	13
[cells by family after synthesis]
family,count (synthesis),share of synthesized area (%)
AOI/OAI and AO/OA,633,19.5
buffers and inverters,165,3.52
and+or+nand+nor,290,5.72
DFF,512,65.0
muxes,145,6.30
[final cells by class]
cell class / count / area [µm²]
antenna: 3 / 7.51
clock inverter: 34 / 425
inverter: 18 / 67.6
multi-input combinational: 1068 / 7630
clock buffer: 62 / 1380
timing repair buffer: 200 / 1830
sequential: 512 / 15400
tap: 765 / 957
fill: 4836 / 30300
