--- ./config.mk ---
export PLATFORM = sky130hd
export DESIGN_NAME = mux_2x1_32
export DESIGN_NICKNAME = mux_2x1_32
export VERILOG_FILES = /design/flow/design.v
export SDC_FILE = /design/flow/constraint.sdc
export NUM_CORES = 4
export LEC_CHECK = 1
export CORE_AREA = 10 10 71 71
export DIE_AREA = 0 0 81 81
--- ./design.v ---
module mux_2x1_32 (output reg [31:0] Y, input S, input [31:0] I0, I1);
    always @ (S, I0, I1)
        if (S) Y <= I1;
        else Y <= I0;
endmodule
--- ./run.sh ---
#!/bin/bash
# OpenROAD 26Q1-2900-gdf79404cd8, Yosys 0.63+post, stock flow scripts
make -C /OpenROAD-flow-scripts/flow DESIGN_CONFIG=/design/flow/config.mk WORK_HOME=/design/flow/orfs finish
--- ./constraint.sdc ---
current_design mux_2x1_32

set clk_period 1.0
set clk_io_pct 0.2

create_clock -name clk0 -period $clk_period

set non_clock_inputs [all_inputs -no_clocks]
set_input_delay [expr $clk_period * $clk_io_pct] -clock clk0 $non_clock_inputs
set_output_delay [expr $clk_period * $clk_io_pct] -clock clk0 [all_outputs]
==> impl_summary.log <==
[flow] final metrics
INFO  metric crit_type = in2out
INFO  metric worstHoldStart = I1[29]
INFO  metric grt_start_max_net_pins = 9
INFO  metric worstPathRequired = 0.80 ns
INFO  metric min_delay_path_depth = 3
INFO  metric cp_data_arrival_time = 0.89 ns
INFO  metric tightestPinTransition = 0.110 ns
INFO  metric postCtsSetupBuffers = 0
INFO  metric max-slew-margin-rel = 92.6%
INFO  metric gr-total-overflow = 0
INFO  metric failed_checks = negative setup slack
INFO  metric grtUsageTotal = 8.08%
INFO  metric synth.cells.most_frequent = mux2_4, buf_12, mux2_2
INFO  metric top_level_port_count = 97
INFO  metric syn-mean-instance-area = 15.1 sq um
INFO  metric openroad.warnings = 34
INFO  metric synthTopCellsByArea = mux2_4, buf_12, mux2_2
INFO  metric vdd_ir_drop_max = 0.000170 V
INFO  metric timing.max_cap.violations = 0
INFO  metric antenna_violations_before_repair = 0
INFO  metric die_w = 81 um
INFO  metric final_antenna_net_count = 0
INFO  metric critPathMaxFanout = 8
INFO  metric holdBufCountCts = 0
INFO  metric fraction_of_layout_instances_using_a_drive_strength_above_1 = 52.9%
INFO  metric drt_pre_antenna_iters = 2
INFO  metric maxClockFrequency = 0.917 GHz
INFO  metric vias_per_cell = 3.84
INFO  metric via_count = 706
INFO  metric gp_congestion = 0.809
INFO  metric final.period_utilization = 109%
INFO  metric final_design_area_no_fill = 1590 sq um
INFO  metric number_of_setup_violations_in_the_final_report = 31
INFO  metric die_h = 81 um
INFO  metric synth_cell_type_count = 4
INFO  metric placement.cell_area = 1550 sq um
INFO  metric finalWirelength = 2950 um
INFO  metric synth_sequential_area_ratio = 0%
INFO  metric critPathCaptureType = output port
INFO  metric leakage = 0.860 nW
INFO  metric place.port_buffers = 97
INFO  metric std_cell_rows = 22
INFO  metric flop_area = 0 sq um
INFO  metric initCoreUtil = 15.0%
INFO  metric place_hpwl = 2530 um
INFO  metric combined_area_of_all_synthesized_cells = 544 sq um
INFO  metric ys_cells = 36
INFO  metric flow.area_growth_from_synthesis = 193%
INFO  metric fp.dieArea = 6560 sq um
INFO  metric netlist.area_leader.share = 82.8%
INFO  metric detail_route.drc_violations = 0
INFO  metric dr.first_iter.drc_count = 7
INFO  metric nFlopsAndLatches = 0
INFO  metric hold_class = in2out
INFO  metric fp.coreArea = 3630 sq um
INFO  metric ys_area = 544 sq um
INFO  metric synthCells = 36
INFO  metric finalHoldViolations = 0
INFO  metric run_status = finished with violations
INFO  metric final_period_minus_worst_setup_slack = 1.09 ns
INFO  metric final_core_util = 43.8%
INFO  metric fin_ws = -0.0908 ns
INFO  metric timing_max_transition_violations_final = 0
INFO  metric synth.most_common_cell = mux2_4
INFO  metric largest_area_cell = mux2_4
INFO  metric first_global_vias = 787
INFO  metric clkbuf_count = 0
INFO  metric drt-wirelength-per-cell = 16.0 um
INFO  metric powerDensity = 397 nW/um^2
INFO  metric timing.hold.worst_endpoint = Y[29]
INFO  metric grt_first_pass_wirelength = 4180 um
INFO  metric rsz0062_at_grt = yes
INFO  metric critical_path.startpoint_type = input port
INFO  metric antennaDiodeCount = 0
INFO  metric ys.warnings.count = 1
area by class of cell:
cell class | instances | area [sq um]
multi-input combinational | 32 | 480
tap | 48 | 60.1
fill | 369 | 2040
timing repair buffer | 104 | 1050
routing by layer:
metal | part of all wire, % | vias to the layer above | track usage [%]
met1 | 38 | 315 | 9.48
met5 | 0 | - | 0
met4 | 0 | 0 | 0
met3 | 12 | 0 | 3.23
met2 | 51 | 50 | 14.4
li1 | - | 341 | -
worst max-delay path, stage by stage:
cell and delay (ns):
buf_16 0.14, buf_16 0.14, mux2_4 0.30, buf_6 0.11
report_power, final:
| group | internal (W) | switching (W) |
|---|---|---|
| combinational | 0.000490 | 0.000142 |
| clock | 0 | 0 |
| sequential | 0 | 0 |
per-stage QoR:
stage | hold WS [ns] | TNS (ns) | power (W) | setup slack, ns | instances
final | 0.770 | -2.61 | 0.000632 | -0.0908 | 184
after floorplan | 0.498 | 0 | 0.000206 | 0.0669 | 36
after global routing | 0.792 | -3.16 | 0.000676 | -0.113 | 184
after global placement | 1.19 | -15.91 | 0.000659 | -0.521 | 180
after detailed placement | 1.20 | -15.94 | 0.000662 | -0.519 | 180
after CTS | 0.775 | -2.74 | 0.000604 | -0.0962 | 184
placed cells by master, fill, tap and decap left out:
cell type        count
buf_12               2
buf_16               5
buf_2                9
buf_4                1
buf_6               23
clkdlybuf4s15_1      2
dlygate4sd2_1       62
mux2_4              32
kinds of logic after synthesis:
group    synth area share (%)
buf+inv                  13.1
mux                      86.9
repair_timing:
action | 4_1_cts | 5_1_grt
gates resized | 185 | 11
gates cloned | 4 | 0
setup endpoints to repair | 32 | 32
worst max-delay path by stage:
stage	from	end	slack, ns	depth (start not counted)
after CTS	S	Y[25]	-0.1	4
after global routing	S	Y[10]	-0.11	4
final	S	Y[25]	-0.09	4
Power and IR drop assume default switching activity.
